==> design.v <==
module combinational_circuit (
    input  [7:0] input_bits,
    output [7:0] T3
    );
    wire w2 = input_bits[7];
    wire w1 = input_bits[6];
    wire w0 = input_bits[5];
    wire c1 = input_bits[4];
    wire c0 = input_bits[3];
    wire M1 = input_bits[2];
    wire M0 = input_bits[1];
    wire G  = input_bits[0];
    wire [7:0] T1;
    assign T1[0] = (~w2 & ~c1 & c0 & w1 & w0) | (c1 & c0 & w1 & ~w0) | (~w2 & ~c0 & w1 & ~w0) | (w2 & c0 & ~w0) | (w2 & ~c1 & ~w0) | (w2 & ~c0 & w1 & w0);
    assign T1[1] = (~w2 & c0 & w1) | (~w2 & ~c1 & w1) | (~c1 & c0 & w1) | (~c0 & ~w1 & w0) | (w2 & ~c1 & c0 & ~w0) | (w2 & c1 & ~c0 & w1) | (w2 & ~c0 & w1 & ~w0);
    assign T1[2] = (~c1 & c0 & ~w1 & w0) | (c1 & c0 & w1 & w0) | (~c1 & c0 & w1 & ~w0) | (~w2 & c1 & ~c0 & ~w1 ) | (~w2 & ~c0 & ~w1 & ~w0) | (~w2 & ~c1 & ~c0 & w1 & w0) | (w2 & c1 & ~w1 & ~w0) | (w2 & c0 & w1 & ~w0) | (w2 & ~c1 & ~w1 & w0);
    assign T1[3] = (w2 & ~w1 & w0 ) | (w2 & ~c0 & w1 & w0 ) | (c1 & c0 & ~w1 & w0) | (c1 & c0 & w1 & ~w0) | (~c1 & ~c0 & w1 & ~w0) | (~w2 & ~c1 & c0 & w1 & w0) | (~w2 & ~c1 & ~w1 & ~w0);
    assign T1[4] = (~c0 & ~w2 & ~w1) | (~w2 & ~w1 & ~w0) | (~c1 & c0 & w1 & ~w0) | (~c0 & w2 & w1 & ~w0 ) | (c1 & ~w2 & w1 & w0 ) | (~c1 & w2 & w0) | (w2 & ~w1 & w0);
    assign T1[5] = (~c1 & ~c0 & ~w2) | (~w2 & ~w1 & ~w0) | (~c1 & ~w2 & ~w1 ) | (c1 & c0 & ~w2 & ~w0 ) | (c0 & w2 & w1) | (~c0 & w2 & ~w1 & ~w0) | (~c0 & ~w2 & w1 & w0) | (c0 & w2 & w0);
    assign T1[6] = (~c1 & c0 & ~w2) | (~c1 & c0 & ~w1 & ~w0) | (c0 & ~w2 & ~w1) | (c1 & w2 & w1) | (c1 & w2 & w0) | (c1 & ~c0 & w2) | (c1 & ~c0 & w1 & w0);
    assign T1[7] = (c1 & c0 & ~w2) | (c1 & ~w2 & ~w0)  | (c1 & ~w2 & ~w1) | (c1 & c0 & ~w1 & ~w0);
    wire [7:0] T1_shifted = {3'b000, T1[7:3]};
    wire [7:0] T1_woman;
    wire [8:0] carry;
    assign carry[0] = 0;
    full_adder fa0 (.a(T1[0]), .b(T1_shifted[0]), .cin(carry[0]), .sum(T1_woman[0]), .cout(carry[1]));
    full_adder fa1 (.a(T1[1]), .b(T1_shifted[1]), .cin(carry[1]), .sum(T1_woman[1]), .cout(carry[2]));
    full_adder fa2 (.a(T1[2]), .b(T1_shifted[2]), .cin(carry[2]), .sum(T1_woman[2]), .cout(carry[3]));
    full_adder fa3 (.a(T1[3]), .b(T1_shifted[3]), .cin(carry[3]), .sum(T1_woman[3]), .cout(carry[4]));
    full_adder fa4 (.a(T1[4]), .b(T1_shifted[4]), .cin(carry[4]), .sum(T1_woman[4]), .cout(carry[5]));
    full_adder fa5 (.a(T1[5]), .b(T1_shifted[5]), .cin(carry[5]), .sum(T1_woman[5]), .cout(carry[6]));
    full_adder fa6 (.a(T1[6]), .b(T1_shifted[6]), .cin(carry[6]), .sum(T1_woman[6]), .cout(carry[7]));
    full_adder fa7 (.a(T1[7]), .b(T1_shifted[7]), .cin(carry[7]), .sum(T1_woman[7]), .cout(carry[8]));
    wire [7:0] T2;
    assign T2[0] = (~G & T1[0]) | (G & T1_woman[0]);
    assign T2[1] = (~G & T1[1]) | (G & T1_woman[1]);
    assign T2[2] = (~G & T1[2]) | (G & T1_woman[2]);
    assign T2[3] = (~G & T1[3]) | (G & T1_woman[3]);
    assign T2[4] = (~G & T1[4]) | (G & T1_woman[4]);
    assign T2[5] = (~G & T1[5]) | (G & T1_woman[5]);
    assign T2[6] = (~G & T1[6]) | (G & T1_woman[6]);
    assign T2[7] = (~G & T1[7]) | (G & T1_woman[7]);
    wire [7:0] shift0 = T2;
    wire [7:0] shift1 = {1'b0, T2[7:1]};
    wire [7:0] shift2 = {2'b00, T2[7:2]};
    wire [7:0] shift3 = {3'b000, T2[7:3]};
    mux4x1 mux0 (.in0(shift0[0]), .in1(shift1[0]), .in2(shift2[0]), .in3(shift3[0]), .sel({M1, M0}), .out(T3[0]));
    mux4x1 mux1 (.in0(shift0[1]), .in1(shift1[1]), .in2(shift2[1]), .in3(shift3[1]), .sel({M1, M0}), .out(T3[1]));
    mux4x1 mux2 (.in0(shift0[2]), .in1(shift1[2]), .in2(shift2[2]), .in3(shift3[2]), .sel({M1, M0}), .out(T3[2]));
    mux4x1 mux3 (.in0(shift0[3]), .in1(shift1[3]), .in2(shift2[3]), .in3(shift3[3]), .sel({M1, M0}), .out(T3[3]));
    mux4x1 mux4 (.in0(shift0[4]), .in1(shift1[4]), .in2(shift2[4]), .in3(shift3[4]), .sel({M1, M0}), .out(T3[4]));
    mux4x1 mux5 (.in0(shift0[5]), .in1(shift1[5]), .in2(shift2[5]), .in3(shift3[5]), .sel({M1, M0}), .out(T3[5]));
    mux4x1 mux6 (.in0(shift0[6]), .in1(shift1[6]), .in2(shift2[6]), .in3(shift3[6]), .sel({M1, M0}), .out(T3[6]));
    mux4x1 mux7 (.in0(shift0[7]), .in1(shift1[7]), .in2(shift2[7]), .in3(shift3[7]), .sel({M1, M0}), .out(T3[7]));
endmodule
module full_adder (
    input a, b, cin,
    output sum, cout
);
    assign sum  = a ^ b ^ cin;
    assign cout = (a & b) | (a & cin) | (b & cin);
endmodule
module mux4x1 (
    input in0, in1, in2, in3,
    input [1:0] sel,
    output out
);
    wire n0, n1, s0, s1, s2, s3;
    not (n0, sel[0]);
    not (n1, sel[1]);
    and (s0, n1, n0, in0);
    and (s1, n1, sel[0], in1);
    and (s2, sel[1], n0, in2);
    and (s3, sel[1], sel[0], in3);
    or  (out, s0, s1, s2, s3);
endmodule
==> run.sh <==
#!/bin/bash
# OpenROAD 26Q1-2900-gdf79404cd8, Yosys 0.63+post, stock flow scripts
make -C /OpenROAD-flow-scripts/flow DESIGN_CONFIG=/design/flow/config.mk WORK_HOME=/design/flow/orfs finish
==> config.mk <==
export PLATFORM = sky130hd
export DESIGN_NAME = combinational_circuit
export DESIGN_NICKNAME = combinational_circuit
export VERILOG_FILES = /design/flow/design.v
export SDC_FILE = /design/flow/constraint.sdc
export NUM_CORES = 4
export LEC_CHECK = 1
export CORE_AREA = 10 10 80 80
export DIE_AREA = 0 0 90 90
==> constraint.sdc <==
current_design combinational_circuit

set clk_period 4.6
set clk_io_pct 0.2

create_clock -name clk0 -period $clk_period

set non_clock_inputs [all_inputs -no_clocks]
set_input_delay [expr $clk_period * $clk_io_pct] -clock clk0 $non_clock_inputs
set_output_delay [expr $clk_period * $clk_io_pct] -clock clk0 [all_outputs]
==> impl_metrics.json <==
{
  "tool_warnings": 35,
  "fp_util_pct": 23.7,
  "rsz0062_at_grt": "true",
  "post-route-period-util_pct": 113,
  "pwr-share-seq_pct": 0,
  "met3_length_um": 92,
  "wl_met1_um": 1620,
  "combPwrFrac_pct": 100.0,
  "vias": 1378,
  "via_per_inst": 4.80,
  "tightest_slew_ps": 484,
  "synthCells": 160,
  "regArea_um2": 0,
  "coreArea_mm2": 0.00472,
  "dieArea_mm2": 0.00810,
  "initialDrtViolationCount": 103,
  "arrival_ps": 4290,
  "grt_start_max_net_pins": 18,
  "cpPeakStageDelay_ps": 390,
  "report.final.slew_viol_count": 0,
  "grt_pass1_vias": 1365,
  "ys_seq_share_pct": 0,
  "power.switching_mw": 0.122,
  "critPathRequiredTime_ps": 3680,
  "relSlewSlack_pct": 66.9,
  "slowest_stage": "fa_2",
  "wl_um": 3530,
  "syn_area_mm2": 0.00112,
  "lay_top_cells": "buf_4 (56), nand2_1 (13), buf_6 (12)",
  "pin_count": 16,
  "yosys_warnings": 0,
  "hold_viol_final": 0,
  "yosys_area_mm2": 0.00112,
  "die_h_um": 90,
  "num_rows": 25,
  "max_freq_mhz": 192,
  "setup_tns_ps": -4000,
  "vdd_ir_drop_max_mv": 0.0714,
  "pwr_density_cell_mw_per_mm2": 152,
  "drv_cap": 0,
  "leakagePower_nw": 0.840,
  "critPathTopFamily": "adder cells",
  "holdWs_ps": 2560,
  "cp_num_buf_inv": 4,
  "ys_types": 59,
  "detail-route-antenna-nets": 0,
  "setup_ws_ps": -609,
  "fin_crit_ps": 5210,
  "n_clock_buffer": 0,
  "path_cells": "buf_8, nand2b_4, buf_4, a211oi_1, and4b_4, fa_2, fa_2, fa_2, fa_2, inv_2, ha_4, nor2b_4, a21oi_2, mux2_4, a32oi_1, o211ai_1, buf_2",
  "pwr-share-clk_pct": 0,
  "gp_congestion": 0.921,
  "final_common_cell": "buf_4",
  "cp-end-kind": "output pin",
  "flops": 0,
  "start_kind": "input port",
  "io_buffers": 16,
  "cts_hold_buf": 0,
  "failed_checks": "negative setup slack",
  "area_delta_synth_final_pct": 66.4,
  "fp.dieW_um": 90,
  "grt_first_pass_wirelength_um": 6150,
  "criticalPathCategory": "input port to output pin",
  "overflow": 0,
  "power.share.switching_pct": 43.0,
  "drc": 0,
  "critPathMostFrequentCell": "fa_2",
  "antenna_found_initial": 0,
  "n_fill_cell": 458,
  "critical_path.max_fanout": 3,
  "grt_usage_pct": 8.51,
  "syn_area_per_cell_um2": 6.98,
  "setup_violations": 8,
  "p_int_mw": 0.161,
  "highest_layer": "met4",
  "yosys_cells": 160,
  "hp-class": "input port to output pin",
  "wl_met2_um": 1810,
  "wl_per_cell_um": 12.3,
  "hpwl_um": 2730,
  "antennaDiodeCount": 0,
  "drtPass1Iterations": 4,
  "status": "complete, but fails checks",
  "drive_gt1_share_pct": 52.3
}
[Yosys cell counts (all sizes together), types with 2 or more instances]
cell type  count  area, um2
buf           19        151
nand2         17       63.8
inv           13       48.8
nor2          10       37.5
nand2b         8       50.1
nand3          8       40.0
a21oi          7       35.0
nor3           5       25.0
a211oi         4       35.0
a32oi          4       42.6
fa             4       80.1
o31ai          4       30.0
a31oi          3       18.8
and2           3       21.3
clkbuf         3       11.3
ha             3       37.5
nor2b          3       18.8
a22oi          2       20.0
a311o          2       20.0
and3b          2       17.5
mux2           2       22.5
o211ai         2       15.0
o32ai          2       17.5
or2            2       12.5
[cell type report]
cell class                      count  area (um2)  area share (%)
Multi-Input combinational cell    125        1060            57.1
Timing Repair Buffer               82         664            35.7
Tap cell                           67        83.8            4.51
Inverter                           13        48.8            2.62
[metal layers]
metal | track usage (%) | up-vias
met2 | 15.7 | 27
li1 | - | 700
met5 | 0 | -
met3 | 0.0838 | 2
met1 | 11.3 | 649
met4 | 0.663 | 0
[worst paths after layout]
| check | cells after the start | endpoint | slack [ps] | startpoint |
|---|---|---|---|---|
| worst max-delay path | 17 | T3[3] | -610 | input_bits[4] |
| worst min-delay path | 7 | T3[4] | 2560 | input_bits[7] |
[repair_timing]
item	CTS	global route
setup buffers	19	1
pin swaps	27	16
endpoints found under the hold margin	0	0
endpoints found under the setup margin	8	8
resized	74	11
cloned	1	0
[per-stage QoR]
step	util (%)	setup slack, ps	instance area (um2)	total power [mW]	cells
floorplan	-	-517	1160	0.149	160
CTS	38.5	-729	1820	0.274	287
global route	39.4	-763	1860	0.310	287
global placement	33.7	-1500	1590	0.229	268
detailed placement	33.7	-1510	1590	0.229	268
finish	39.4	-609	1860	0.283	287
[logic make-up (layout without fill, tap and decap cells)]
group,Yosys count,in the layout,synth area share [%]
AOI/OAI and AO/OA,48,48,35.3
xor gates and xnor gates,1,1,0.784
adders and majority gates,7,7,10.5
buffers and inverters,35,95,18.9
muxes,3,3,2.91
and+or+nand+nor,66,66,31.6
[power groups by stage]
| stage | clock network, mW | registers [mW] | logic (mW) |
|---|---|---|---|
| final | 0 | 0 | 0.283 |
| after global routing | 0 | 0 | 0.310 |
| after CTS | 0 | 0 | 0.274 |
Power figures rest on the tool's default switching activity, not on a simulated workload.
